==> flow/run.sh <==
#!/bin/bash
# OpenROAD 26Q1-2900-gdf79404cd8, Yosys 0.63+post, stock flow scripts
make -C /OpenROAD-flow-scripts/flow DESIGN_CONFIG=/design/flow/config.mk WORK_HOME=/design/flow/orfs finish
==> flow/config.mk <==
export PLATFORM = sky130hd
export DESIGN_NAME = clock
export DESIGN_NICKNAME = clock
export VERILOG_FILES = /design/flow/design.v
export SDC_FILE = /design/flow/constraint.sdc
export NUM_CORES = 4
export LEC_CHECK = 1
export CORE_AREA = 10 10 85 85
export DIE_AREA = 0 0 95 95
==> flow/constraint.sdc <==
current_design clock

set clk_period 7.7
set clk_io_pct 0.2

create_clock -name clk0 -period $clk_period [get_ports {clock}]

set non_clock_inputs [all_inputs -no_clocks]
set_input_delay [expr $clk_period * $clk_io_pct] -clock clk0 $non_clock_inputs
set_output_delay [expr $clk_period * $clk_io_pct] -clock clk0 [all_outputs]
==> flow/design.v <==
module Proj(
		CLOCK_50,						 
        KEY,
		LEDR,
		VGA_CLK,   						 
		VGA_HS,							 
		VGA_VS,							 
		VGA_BLANK_N,						 
		VGA_SYNC_N,						 
		VGA_R,   						 
		VGA_G,	 						 
		VGA_B   						 
	);
	input CLOCK_50;
	input [3:0] KEY;
	output [17:0] LEDR;
	output			VGA_CLK;   				 
	output			VGA_HS;					 
	output			VGA_VS;					 
	output			VGA_BLANK_N;				 
	output			VGA_SYNC_N;				 
	output	[9:0]	VGA_R;   				 
	output	[9:0]	VGA_G;	 				 
	output	[9:0]	VGA_B;   				 
	vga_adapter VGA(
			.resetn(1'b1),
			.clock(CLOCK_50),
			.colour(colour),
			.x(x),
			.y(y),
			.plot(1'b1),
			.VGA_R(VGA_R),
			.VGA_G(VGA_G),
			.VGA_B(VGA_B),
			.VGA_HS(VGA_HS),
			.VGA_VS(VGA_VS),
			.VGA_BLANK(VGA_BLANK_N),
			.VGA_SYNC(VGA_SYNC_N),
			.VGA_CLK(VGA_CLK));
		defparam VGA.RESOLUTION = "160x120";
		defparam VGA.MONOCHROME = "FALSE";
		defparam VGA.BITS_PER_COLOUR_CHANNEL = 1;
		defparam VGA.BACKGROUND_IMAGE = "black.mif";
	reg [5:0] state;
	reg [7:0] x, y;
	reg [7:0] p_x, p_y, b_x, b_y, bl_1_x, bl_1_y, bl_2_x, bl_2_y, bl_3_x, bl_3_y, bl_4_x, bl_4_y, bl_5_x, bl_5_y;
	reg [2:0] colour;
	reg b_x_direction, b_y_direction;
	reg [17:0] draw_counter;
	reg [2:0] block_1_colour, block_2_colour, block_3_colour, block_4_colour, block_5_colour;
	wire frame;
	assign LEDR[5:0] = state;
	localparam RESET_BLACK       = 6'b000000,
			INIT_PADDLE       = 6'b000001,
			INIT_BALL         = 6'b000010,
			INIT_BLOCK_1      = 6'b000011,
			INIT_BLOCK_2      = 6'b000100,
			INIT_BLOCK_3      = 6'b000101,
			INIT_BLOCK_4      = 6'b000110,
			INIT_BLOCK_5      = 6'b000111,
			IDLE              = 6'b001000,
			ERASE_PADDLE	  = 6'b001001,
			UPDATE_PADDLE     = 6'b001010,
			DRAW_PADDLE 	  = 6'b001011,
			ERASE_BALL        = 6'b001100,
			UPDATE_BALL       = 6'b001101,
			DRAW_BALL         = 6'b001110,
			UPDATE_BLOCK_1    = 6'b001111,
			DRAW_BLOCK_1      = 6'b010000,
			UPDATE_BLOCK_2    = 6'b010001,
			DRAW_BLOCK_2      = 6'b010010,
			UPDATE_BLOCK_3    = 6'b010011,
			DRAW_BLOCK_3      = 6'b010100,
			UPDATE_BLOCK_4    = 6'b010101,
			DRAW_BLOCK_4      = 6'b010110,
			UPDATE_BLOCK_5    = 6'b010111,
			DRAW_BLOCK_5      = 6'b011000,
			DEAD    		  = 6'b011001;
	clock c0(
		.clock(CLOCK_50), 
		.clk(frame)
		);
	assign LEDR[7] = ((b_y_direction) && (b_y > p_y - 8'd1) && (b_y < p_y + 8'd2) && (b_x >= p_x) && (b_x <= p_x + 8'd8));
	always@(posedge CLOCK_50)
    	begin
			colour = 3'b000;
			x = 8'b00000000;
			y = 8'b00000000;
			if (~KEY[0]) 
				state = RESET_BLACK;
			case (state)
				RESET_BLACK: begin
					if (draw_counter < 17'b10000000000000000) begin
						x = draw_counter[7:0];
						y = draw_counter[16:8];
						draw_counter = draw_counter + 1'b1;
					end
					else begin
						draw_counter= 8'b00000000;
						state = INIT_PADDLE;
					end
				end
				INIT_PADDLE: begin
					if (draw_counter < 6'b10000) begin
						p_x = 8'd76;
						p_y = 8'd110;
						x = p_x + draw_counter[3:0];
						y = p_y + draw_counter[4];
						draw_counter = draw_counter + 1'b1;
						colour = 3'b111;
					end
					else begin
						draw_counter= 8'b00000000;
						state = INIT_BALL;
					end
				end
				INIT_BALL: begin
					b_x = 8'd80;
					b_y = 8'd108;
					x = b_x;
					y = b_y;
					colour = 3'b111;
					state = INIT_BLOCK_1;
				end
				INIT_BLOCK_1: begin
					bl_1_x = 8'd15;
					bl_1_y = 8'd30;
					block_1_colour = 3'b010;
						state = INIT_BLOCK_2;
				end
				INIT_BLOCK_2: begin
					bl_2_x = 8'd45;
					bl_2_y = 8'd30;
					block_2_colour = 3'b010;
						state = INIT_BLOCK_3;
				end
				INIT_BLOCK_3: begin
					bl_3_x = 8'd75;
					bl_3_y = 8'd30;
					block_3_colour = 3'b010;
						state = INIT_BLOCK_4;
				end
				INIT_BLOCK_4: begin
					bl_4_x = 8'd105;
					bl_4_y = 8'd30;
					block_4_colour = 3'b010;
						state = INIT_BLOCK_5;
				end
				INIT_BLOCK_5: begin
					bl_5_x = 8'd135;
					bl_5_y = 8'd30;
					block_5_colour = 3'b010;
						state = IDLE;
				end
				IDLE: begin
					if (frame)
						state = ERASE_PADDLE;
					end
				ERASE_PADDLE: begin
					if (draw_counter < 6'b100000) begin
						x = p_x + draw_counter[3:0];
						y = p_y + draw_counter[4];
						draw_counter = draw_counter + 1'b1;
					end
					else begin
						draw_counter= 8'b00000000;
						state = UPDATE_PADDLE;
					end
				end
				UPDATE_PADDLE: begin
					if (~KEY[1] && p_x < 8'd144)
						p_x = p_x + 1'b1;
					if (~KEY[2] && p_x > 8'd0)
						p_x = p_x - 1'b1;
					state = DRAW_PADDLE;
				end
				DRAW_PADDLE: begin
					if (draw_counter < 6'b100000) begin
						x = p_x + draw_counter[3:0];
						y = p_y + draw_counter[4];
						draw_counter = draw_counter + 1'b1;
						colour = 3'b111;
					end
					else begin
						draw_counter= 8'b00000000;
						state = ERASE_BALL;
					end
				end
				ERASE_BALL: begin
					x = b_x;
					y = b_y;
					state = UPDATE_BALL;
				end
				UPDATE_BALL: begin
					if (~b_x_direction) 
						b_x = b_x + 1'b1;
					else 
						b_x = b_x - 1'b1;
					if (b_y_direction) 
						b_y = b_y + 1'b1;
					else 
						b_y = b_y - 1'b1;
					if ((b_x == 8'd0) || (b_x == 8'd160)) 
						b_x_direction = ~b_x_direction;
					if ((b_y == 8'd0) || ((b_y_direction) && (b_y > p_y - 8'd1) && (b_y < p_y + 8'd2) && (b_x >= p_x) && (b_x <= p_x + 8'd15)))
						b_y_direction = ~b_y_direction;
					if (b_y >= 8'd120) 
						state = DEAD;
					else 
						state = DRAW_BALL;
				end
				DRAW_BALL: begin
					x = b_x;
					y = b_y;
					colour = 3'b111;
					state = UPDATE_BLOCK_1;
				end
				UPDATE_BLOCK_1: begin
					if ((block_1_colour != 3'b000) && (b_y > bl_1_y - 8'd1) && (b_y < bl_1_y + 8'd2) && (b_x >= bl_1_x) && (b_x <= bl_1_x + 8'd7)) begin
						b_y_direction = ~b_y_direction;
						block_1_colour = 3'b000;
					end
					state = DRAW_BLOCK_1;
				end
				DRAW_BLOCK_1: begin
					if (draw_counter < 5'b10000) begin
						x = bl_1_x + draw_counter[2:0];
						y = bl_1_y + draw_counter[3];
						draw_counter = draw_counter + 1'b1;
						colour = block_1_colour;
					end
					else begin
						draw_counter= 8'b00000000;
						state = UPDATE_BLOCK_2;
					end
				end
				UPDATE_BLOCK_2: begin
					if ((block_2_colour != 3'b000) && (b_y > bl_2_y - 8'd1) && (b_y < bl_2_y + 8'd2) && (b_x >= bl_2_x) && (b_x <= bl_2_x + 8'd7)) begin
						b_y_direction = ~b_y_direction;
						block_2_colour = 3'b000;
					end
					state = DRAW_BLOCK_2;
				end
				DRAW_BLOCK_2: begin
					if (draw_counter < 5'b10000) begin
						x = bl_2_x + draw_counter[2:0];
						y = bl_2_y + draw_counter[3];
						draw_counter = draw_counter + 1'b1;
						colour = block_2_colour;
						end
					else begin
						draw_counter= 8'b00000000;
						state = UPDATE_BLOCK_3;
					end
				end
				UPDATE_BLOCK_3: begin
					if ((block_3_colour != 3'b000) && (b_y > bl_3_y - 8'd1) && (b_y < bl_3_y + 8'd2) && (b_x >= bl_3_x) && (b_x <= bl_3_x + 8'd7)) begin
						b_y_direction = ~b_y_direction;
						block_3_colour = 3'b000;
					end
					state = DRAW_BLOCK_3;
				end
				DRAW_BLOCK_3: begin
					if (draw_counter < 5'b10000) begin
						x = bl_3_x + draw_counter[2:0];
						y = bl_3_y + draw_counter[3];
						draw_counter = draw_counter + 1'b1;
						colour = block_3_colour;
					end
					else begin
						draw_counter= 8'b00000000;
						state = UPDATE_BLOCK_4;
					end
				end
				UPDATE_BLOCK_4: begin
					if ((block_4_colour != 3'b000) && (b_y > bl_4_y - 8'd1) && (b_y < bl_4_y + 8'd2) && (b_x >= bl_4_x) && (b_x <= bl_4_x + 8'd7)) begin
						b_y_direction = ~b_y_direction;
						block_4_colour = 3'b000;
					end
					state = DRAW_BLOCK_4;
				end
				DRAW_BLOCK_4: begin
					if (draw_counter < 5'b10000) begin
						x = bl_4_x + draw_counter[2:0];
						y = bl_4_y + draw_counter[3];
						draw_counter = draw_counter + 1'b1;
						colour = block_4_colour;
						end
					else begin
						draw_counter= 8'b00000000;
						state = UPDATE_BLOCK_5;
					end
				end
				UPDATE_BLOCK_5: begin
					if ((block_5_colour != 3'b000) && (b_y > bl_5_y - 8'd1) && (b_y < bl_5_y + 8'd2) && (b_x >= bl_5_x) && (b_x <= bl_5_x + 8'd7)) begin
						b_y_direction = ~b_y_direction;
						block_5_colour = 3'b000;
					end
					state = DRAW_BLOCK_5;
				end
				DRAW_BLOCK_5: begin
					if (draw_counter < 5'b10000) begin
						x = bl_5_x + draw_counter[2:0];
						y = bl_5_y + draw_counter[3];
						draw_counter = draw_counter + 1'b1;
						colour = block_5_colour;
						end
					else begin
						draw_counter= 8'b00000000;
						state = IDLE;
					end
				end
				DEAD: begin
					if (draw_counter < 17'b10000000000000000) begin
						x = draw_counter[7:0];
						y = draw_counter[16:8];
						draw_counter = draw_counter + 1'b1;
						colour = 3'b100;
					end
				end
         	endcase
    	end
endmodule
module clock(input clock, output clk);
	reg [19:0] frame_counter;
	reg frame;
	always@(posedge clock)
    begin
        if (frame_counter == 20'b00000000000000000000) begin
			frame_counter = 20'b11001011011100110100;
			frame = 1'b1;
		end
        else begin
			frame_counter = frame_counter - 1'b1;
			frame = 1'b0;
		end
    end
	assign clk = frame;
endmodule
==> impl_metrics.tcl <==
# flow metrics
set metrics [dict create \
    cts_max_level 1 \
    crit_arrival_ns 1.01 \
    hold_end "frame_counter[19]" \
    area_growth_syn_to_layout_pct 14.97 \
    startpoint_type "register" \
    ys_seq_share_pct 44.50 \
    power.leakage_nw 0.4001 \
    fin_tns_setup_ns 0 \
    avgSynthCellArea_um2 9.353 \
    rows 27 \
    rrSetupSlack_ns 5.73 \
    ys_types 32 \
    io_buffer_count 1 \
    finalWirelength_mm 1.549 \
    r2r_start "frame_counter[12]" \
    clk_pin_slew_worst_paths_ns 0.08 \
    ys_chip_area_um2 944.7 \
    track_usage_pct 3.761 \
    cts_resized 0 \
    ir_drop_v 0.0001008 \
    crit_chain "clkdlybuf4s50_1" \
    fin_skew_ns 0.007302 \
    clk-insertion-delay-late_ns 0.26 \
    grt_first_pass_wirelength_mm 2.898 \
    finalHoldViolations 0 \
    ant_nets 0 \
    hold_path.startpoint "frame_counter[19]" \
    outcome "finished clean" \
    rr_endpoint "frame_counter[6]" \
    chip_area_um2 9025 \
    first_pass_iters 3 \
    hpwl_mm 1.105 \
    ys_seq_elements 21 \
    cp.depth 1 \
    die_height_um 95 \
    critPathSlowestCell "clkdlybuf4s50_1" \
    maxSlewViolCount 0 \
    yosysWarnings 1 \
    drc 0 \
    layout_top_cells "dfxtp_1 (21), nand2_1 (14), nor2_1 (11)" \
    max-slew-margin-rel_pct 56.93 \
    period_minus_slack_ns 2.555 \
    vias 681 \
    hold_depth 1 \
    holdBufCountCts 0 \
    power_density_nw_per_um2 164.6 \
    cts_tree "yes" \
    worst_slew_pin_slew_ns 0.6402 \
    worst-setup-path-type "reg -> out" \
    critPathMaxStageDelay_ns 0.45 \
    root_buffer "clkbuf_8" \
    grt_max_degree 13 \
    ys.flop_type "dfxtp_1" \
    mostFrequentLayoutCell "dfxtp_1" \
    cpLargestDelayFamily "buffers and inverters" \
    setup_viol 0 \
    cts.sinks 21 \
    critPathRequiredTime_ns 6.16 \
    cts_buffers 3 \
    initial_core_util_pct 17.26 \
    layout-drive-gt1-share_pct 11.43 \
    fmax_mhz 391.5 \
    path_buffers 1 \
    die_width_um 95 \
    min_period_over_period_pct 33.18 \
    gp_congestion 0.8086 \
    cp_max_fo 1 \
    ys_cells 101 \
    core_area_um2 5473 \
    vias_per_cell 3.847 \
    edf_count 0 \
    n_fill_cell 596 \
    cts_post_setup_buffers_inserted 0 \
    rsz0062_at_grt "false" \
    io-pin-count 2 \
    drtIter0Drc 48 \
    wl_per_cell_um 8.751 \
    syn_area_um2 944.7 \
    end_kind "output pin" \
    hold_class "reg -> reg" \
    finish.utilization_pct 19.84 \
    drv_cap 0 \
    antenna_found_initial 0 \
    worst-r2r-cell-count 5 \
    postSynth.asyncResetShare_pct 0 \
    clockBufferDepth 2 \
    diodes 0 \
    first_global_vias 645 \
    tool_warnings 26 \
    synthesis.instances 101 \
    grt_overflow_total 0 \
]
==> state kept, by name, indices dropped and copies added, names as in the netlist <==
name,cells
frame,1
frame_counter,20
==> cells in the mapped netlist (all sizes together), types with 3 or more instances <==
cell    n  area share, %
nand3   4            2.6
o31ai   3            2.4
nor3    3            2.1
nor2   11            4.4
xnor2   5            4.6
nand2  14            5.6
or4     3            2.4
xor2    7            6.5
o21ai   4            2.1
dfxtp  21             45
nor4    4            4.9
==> cell families (layout without fill, tap and decap cells) <==
group	Yosys count	after routing	synth area share (%)
buf+inv	4	8	1.721
flops	21	21	44.50
compound gates	11	11	7.550
simple gates	51	51	32.45
fa+ha+maj	2	2	2.649
xor+xnor	12	12	11.13
==> metal layers <==
layer  share of wire (%)  GRT usage (%)  wire (um)
met1                  54          5.588        837
met2                  42          5.721        656
met3                 2.6         0.6410         40
met4                0.90         0.4988         14
met5                   0              0          0
==> power by group <==
| part | internal, mW | switching, mW |
|---|---|---|
| sequential | 0.108 | 0 |
| combinational | 0 | 0 |
| clock | 0.0360 | 0.0343 |
==> how the worst max path moves through the flow <==
stage,from,to,slack [ns]
CTS,frame,clk,5.13
global route,frame,clk,5.11
finish,frame,clk,5.15
==> metrics by stage <==
step	cells	setup WS, ns	power, mW	cell area [um2]	hold WS (ns)
after floorplan	101	5.898	0.1110	944.7	0.4299
after global placement	173	5.418	0.1110	1040	0.4501
after detailed placement	173	5.422	0.1110	1040	0.4539
after CTS	177	5.131	0.1815	1086	0.4676
after global routing	177	5.114	0.1877	1086	0.5170
final	177	5.145	0.1788	1086	0.4659
==> cell type report <==
| type | count | area (um2) | area share [%] |
|---|---|---|---|
| clock inverters | 1 | 5.005 | 0.4608 |
| well taps | 72 | 90.09 | 8.295 |
| flip-flops and latches | 21 | 420.4 | 38.71 |
| multi-input cells | 76 | 508.0 | 46.77 |
| clock buffers | 3 | 41.29 | 3.802 |
| inverters | 3 | 11.26 | 1.037 |
| repair buffers | 1 | 10.01 | 0.9217 |
Power and IR drop assume default switching activity.
